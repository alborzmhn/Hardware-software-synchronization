`flow/run.sh`:
```
#!/bin/bash
# OpenROAD 26Q1-2900-gdf79404cd8, Yosys 0.63+post, stock flow scripts
make -C /OpenROAD-flow-scripts/flow DESIGN_CONFIG=/design/flow/config.mk WORK_HOME=/design/flow/orfs finish
```
`flow/config.mk`:
```
export PLATFORM = sky130hd
export DESIGN_NAME = controller2
export DESIGN_NICKNAME = controller2
export VERILOG_FILES = /design/flow/design.v
export SDC_FILE = /design/flow/constraint.sdc
export NUM_CORES = 4
export LEC_CHECK = 1
export CORE_AREA = 10 10 70 70
export DIE_AREA = 0 0 80 80
```
`flow/constraint.sdc`:
```
current_design controller2

set clk_period 1.6
set clk_io_pct 0.2

create_clock -name clk0 -period $clk_period [get_ports {clk}]

set non_clock_inputs [all_inputs -no_clocks]
set_input_delay [expr $clk_period * $clk_io_pct] -clock clk0 $non_clock_inputs
set_output_delay [expr $clk_period * $clk_io_pct] -clock clk0 [all_outputs]
```
`flow/design.v`:
```
module controller (input clk, rst, rst2, start, input1_msb, input2_msb, co_up, co_down, output select, ld_sh1, ld_sh2, en_sh1, en_sh2, sh_type, cnt_en, cnt_type, done);
        wire [9:0] temp;
	wire state_idle, state_init, state_input1, state_shift1, state_input2, state_shift2, state_mult, state_result_shift, state_downcount
	, state_done;   
        wire idle_wire, start_rise, start_fall;
        wire first_val, sec_val, third_val, mult_res;
        wire not_start, not_input1_msb, not_input2_msb, not_co_up, not_co_down;
        AND and_idle(not_start, temp[0], idle_wire);
        OR_3_input or_idle(temp[9], rst, idle_wire, state_idle);
        Register reg_idle(clk, rst2, 1'b1, state_idle, temp[0]);
        AND and_init1(temp[0], start, start_rise);
        AND and_init2(temp[1], start, start_fall);
        OR or_init(start_rise, start_fall, state_init);
        Register reg_init(clk, rst, 1'b1, state_init, temp[1]);
        AND and_input1(temp[1], not_start, first_val);
        OR or_input1(first_val, temp[3], state_input1);
        Register reg_input1(clk, rst, 1'b1, state_input1, temp[2]);
        AND_3_input and_shift1(temp[2], not_input1_msb, not_co_up, state_shift1);
        Register reg_shift1(clk, rst, 1'b1, state_shift1, temp[3]);
        AND and_input2(temp[2], sec_val, third_val);
        OR or_input21(input1_msb, co_up, sec_val);
        OR or_input22(third_val, temp[5], state_input2);
        Register reg_input2(clk, rst, 1'b1, state_input2, temp[4]);
        AND_3_input and_shift2(temp[4], not_input2_msb, not_co_up, state_shift2);
        Register reg_shift2(clk, rst, 1'b1, state_shift2, temp[5]);
        AND and_mult(temp[4], mult_res, state_mult);
        OR or_mult(input2_msb, co_up, mult_res);
        Register reg_mult(clk, rst, 1'b1, state_mult, temp[6]);
        OR or_result_shift(temp[6], temp[8], state_result_shift);
        Register reg_result_shift(clk, rst, 1'b1, state_result_shift, temp[7]);
        AND and_downcount(temp[7], not_co_down, state_downcount);
        Register reg_downcount(clk, rst, 1'b1, state_downcount, temp[8]);
        AND and_done(temp[7], co_down, state_done);
        Register reg_done(clk, rst, 1'b1, state_done, temp[9]);
        NOT not1(start, not_start);
        NOT not2(input1_msb, not_input1_msb);
        NOT not3(input2_msb, not_input2_msb);
        NOT not4(co_up, not_co_up);
        NOT not5(co_down, not_co_down);
        assign select = temp[6];
        OR ld_shl_value(temp[6], temp[1], ld_sh1);
        assign ld_sh2 = temp[1];
        OR en_shl_value(temp[3], temp[8], en_sh1);
        assign en_sh2 = temp[5];
        assign sh_type = temp[3];
        OR_3_input cnt_en_value(temp[3], temp[5], temp[8], cnt_en);
        assign cnt_type = temp[8];
        assign done = temp[9];
endmodule
module controller2 (input clk, rst, start, msb_A, msb_B, co_up, co_down, output reg sel, ld1, ld2, en_sh1, en_sh2, sh_dir, en_cn1, cnt_dir, done);
	parameter [3:0] A = 0, B = 1, C = 2, D = 3, E = 4, F = 5, G = 6, H = 7, I = 8, J = 9;
	reg [3:0] ns, ps;
    	always @(posedge clk, posedge rst) begin
        	if (rst)
            		ps <= A;
        	else
            		ps <= ns;
    	end
    	always @(ps, start, msb_A, msb_B, co_up, co_down) begin
		case (ps)
	    		A: ns = (start == 1'b1) ? B : A;
            		B: ns = (start == 1'b1) ? B : C;
            		C: ns = (~msb_A && (~co_up)) ? D : (msb_A || co_up) ? E : C;
            		D: ns = C;
	    		E: ns = (~msb_B && (~co_up)) ? F : (msb_B || co_up) ? G : E;
            		F: ns = E;
            		G: ns = H;
            		H: ns = (~co_down) ? I : J;
	    		I: ns = H;
            		J: ns = A;
	    		default: ns = A;
		endcase
    	end
    	always @(ps) begin
		{sel, ld1, ld2, en_sh1, en_sh2, sh_dir, en_cn1, cnt_dir, done} = 9'b0;
		case (ps)
	    		A: ;
            		B: {ld1, ld2} = 2'b11;
            		C: ;
            		D: {sh_dir, en_cn1, en_sh1} = 3'b111;
	    		E: ;
            		F: {en_cn1, en_sh2} = 2'b11;
            		G: {ld1, sel} = 2'b11;
            		H: ;
	    		I: {cnt_dir, en_cn1, en_sh1} = 3'b111;
            		J: done = 1'b1;
			default:;
		endcase
	end
endmodule
```
==> impl_metrics.json <==
{
  "violations": "setup timing",
  "worst_setup_path_start_kind": "flip-flop",
  "outcome": "complete, but fails checks",
  "rr_endpoint": "ps[0]$_DFF_PP0_",
  "setup_viol": 3,
  "drive_gt1_share_pct": 64.0,
  "place_congestion": 0.796,
  "yosysTopAreaCell": "dfrtp_1",
  "finClkSkew_ns": 0.00266,
  "vias_per_cell": 3.74,
  "via_count": 494,
  "fp_util_pct": 10.8,
  "hp-class": "input pin to asynchronous set/reset pin",
  "dr.pass1.iters": 2,
  "p_leak_nw": 0.382,
  "die_height_um": 80,
  "synth_area_um2": 368,
  "drc": 0,
  "yosys.stat.chipArea_um2": 368,
  "grt_pass1_vias": 504,
  "core_um2": 3420,
  "antenna-diode-count": 0,
  "cts_tree": "done",
  "rrSetupSlack_ns": 0.19,
  "reg_top3": "ps: 4 flops",
  "top_register": "ps",
  "crit_path_max_fanout": 2,
  "fillerInstances": 354,
  "die_area_um2": 6400,
  "syn_area_per_cell_um2": 8.00,
  "clk_path_buf_depth": 2,
  "std_cell_rows": 21,
  "ys_seq_elements": 4,
  "endpoint": "ld1",
  "numCtsBuffers": 3,
  "drt_iter0_markers": 12,
  "synth.top_cells.by_area": "dfrtp_1, nor2_1, nand2b_1",
  "crit_cells": 6,
  "grtUsageTotal_pct": 4.15,
  "timing_worst_setup_path_type": "flip-flop to primary output",
  "crit_path_frequent_cell": "buf_6",
  "io_pins": 16,
  "postRouteAntennaNets": 0,
  "yosysWarnings": 1,
  "r2r_start": "ps[0]$_DFF_PP0_",
  "wl_per_cell_um": 10.6,
  "fmax_ghz": 0.578,
  "max_stage_delay_ns": 0.37,
  "syn2layout_area_growth_pct": 131,
  "grt_overflow": 0,
  "slew_viol_final": 0,
  "htreeDepth": 1,
  "largest_reg_flops": 4,
  "yosys.area.top_type_share_pct": 27.2,
  "die_w_um": 80,
  "ys_seq_share_pct": 27.2,
  "slew_headroom_pct": 83.1,
  "dp_slack_ns": -0.118,
  "grt_pass1_wl_um": 2250,
  "fin_setup_tns_ns": -0.242,
  "antenna_found_initial": 0,
  "grt_start_max_net_pins": 8,
  "max-vdd-ir-drop_mv": 0.415,
  "rr_worst_depth": 6,
  "synth_cells": 46,
  "setup.worst_path.start": "ps[0]$_DFF_PP0_",
  "ys_types": 27,
  "crit_arrival_ns": 1.41,
  "cap_viol_max_count": 0,
  "dp.final_hpwl_um": 971,
  "setup_slack_ns": -0.129,
  "cp_num_buf_inv": 4,
  "critPathRequiredTime_ns": 1.28,
  "crit_path_end_kind": "primary output",
  "crit_chain": "buf_6 > buf_6 > inv_4 > or3_4 > a21oi_2 > buf_2",
  "clk_latency_ns": 0.24,
  "p_per_area_nw_per_um2": 1840,
  "warning_count": 27,
  "numPortBuffers": 15,
  "min_period_ns": 1.73,
  "yosysCellCount": 46,
  "path_clk_slew_ns": 0.04,
  "cts_root_buf": "clkbuf_4",
  "finalHoldViolations": 0,
  "critPathTopFamily": "flip-flops",
  "finalWirelength_um": 1400,
  "cts_sinks": 4,
  "period_used_pct": 108,
  "tightest_slew_ns": 0.249,
  "cp_slowest_cell": "dfrtp_1",
  "rsz0062_at_grt": "true"
}
[power by group]
part	total (mW)	leakage, nW	internal [mW]	switching, mW
sequential	0.197	0.0463	0.152	0.0448
combinational	1.24	0.322	0.750	0.490
clock	0.129	0.0138	0.0841	0.0449
[synthesized netlist by cell type]
cell,n
a21o_1,1
a21oi_2,1
a22oi_1,2
a32oi_1,1
and3_2,1
and4b_1,1
buf_2,2
buf_4,1
buf_6,1
dfrtp_1,4
inv_1,1
inv_4,1
mux2i_1,1
nand2_1,2
nand2b_1,4
nand3_1,1
nor2_1,7
nor2b_1,2
nor3_1,3
o211ai_1,1
o21a_1,2
o21ai_0,1
o21ai_1,1
o221ai_1,1
o311ai_1,1
or3_4,1
xor2_1,1
[metal layers]
layer | global-route usage, % | share of wire (%) | wire length (µm) | vias to the layer above
li1 | - | - | - | 247
met2 | 6.50 | 42 | 594 | 15
met1 | 5.01 | 46 | 647 | 227
met5 | 0 | 0 | 0 | -
met3 | 1.48 | 6.7 | 94 | 5
met4 | 1.76 | 4.6 | 65 | 0
[logic make-up (layout without fill, tap and decap cells)]
family                    Yosys count  in the layout  share of synthesized area [%]
and+or+nand+nor                    22             22                           32.7
AOI/OAI and AO/OA                  12             12                           24.5
muxes                               1              1                           2.72
xor gates and xnor gates            1              1                           2.38
DFF                                 4              4                           27.2
buffers and inverters               6             46                           10.5
[layout by cell type, fill, tap and decap left out]
master	count
a21o_1	1
a21oi_2	1
a22oi_1	1
a22oi_2	1
a32oi_1	1
and3_4	1
and4b_1	1
buf_2	6
buf_4	13
buf_6	13
clkbuf_2	2
clkbuf_4	3
clkdlybuf4s15_1	1
clkdlybuf4s50_1	6
dfrtp_1	2
dfrtp_2	2
inv_1	1
inv_4	1
mux2i_1	1
nand2_1	2
nand2b_1	1
nand2b_4	3
nand3_1	1
nor2_1	4
nor2_2	1
nor2_4	2
nor2b_2	2
nor3_2	2
nor3_4	1
o211ai_1	1
o21a_1	2
o21ai_0	1
o21ai_1	1
o221ai_1	1
o311ai_1	1
or3_4	1
xor2_1	1
[cell type report]
cell class	count	area, µm²	area share [%]
Sequential cell	4	103	12.1
Multi-Input combinational cell	36	304	35.7
Tap cell	46	57.6	6.76
Timing Repair Buffer	41	354	41.6
Inverter	2	10.0	1.18
Clock buffer	3	22.5	2.65
[per-stage QoR]
step / area [µm²] / hold WS (ns) / std cells / power (mW) / utilization (%)
after global placement: 644 / 0.518 / 116 / 0.988 / 18.9
after floorplan: 368 / 0.0861 / 46 / 0.598 / -
after detailed placement: 644 / 0.520 / 116 / 0.996 / 18.9
final: 851 / 0.257 / 132 / 1.57 / 24.9
after CTS: 815 / 0.264 / 130 / 1.43 / 23.8
after global routing: 851 / 0.280 / 132 / 1.68 / 24.9
[worst min-delay path by stage]
stage / startpoint / end / slack (ns) / depth (start not counted)
after CTS: rst / ps[1]$_DFF_PP0_ / 0.26 / 2
after global routing: rst / ps[0]$_DFF_PP0_ / 0.28 / 2
final: rst / ps[0]$_DFF_PP0_ / 0.26 / 2
[repair_timing]
item / in CTS / in global routing
gates resized: 42 / 17
cloned: 0 / 0
pin swaps: 6 / 5
setup buffers: 11 / 3
endpoints found under the setup margin: 9 / 6
hold buffers: 0 / 0
No activity file was given, so power comes from the tool's default toggle rates.
